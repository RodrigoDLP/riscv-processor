<file path="flow/design.v">
module RVF #(
    parameter ELEMENTS_PER_REGISTER = 4,    
    parameter ELEM_WIDTH = 32               
) (
    input clk,
    input reset,
    input we3,                            
    input [4:0] a3,                       
    input [ELEM_WIDTH*ELEMENTS_PER_REGISTER - 1:0] wd3,  
    input [4:0] a1,                       
    input [4:0] a2,                       
    output [ELEM_WIDTH*ELEMENTS_PER_REGISTER - 1:0] rd1,  
    output [ELEM_WIDTH*ELEMENTS_PER_REGISTER - 1:0] rd2   
);
    localparam VR_DEPTH = 32;
    localparam VR_WIDTH = ELEMENTS_PER_REGISTER * ELEM_WIDTH;
    localparam ZERO_VECTOR = {VR_WIDTH{1'b0}};  
    reg [VR_WIDTH-1:0] rf [0:VR_DEPTH-1];
    integer i;
    always @(negedge clk) begin
        if (reset) begin
            for (i = 0; i < VR_DEPTH; i = i + 1) begin
                rf[i] <= ZERO_VECTOR;
            end
        end 
        else if (we3 && (a3 != 5'b0)) begin 
            rf[a3] <= wd3;
        end
    end
    assign rd1 = (a1 != 5'b0) ? rf[a1] : ZERO_VECTOR;
    assign rd2 = (a2 != 5'b0) ? rf[a2] : ZERO_VECTOR;
endmodule
</file>
<file path="flow/run.sh">
#!/bin/bash
# OpenROAD 26Q1-2900-gdf79404cd8, Yosys 0.63+post, stock flow scripts
make -C /OpenROAD-flow-scripts/flow DESIGN_CONFIG=/design/flow/config.mk WORK_HOME=/design/flow/orfs finish
</file>
<file path="flow/config.mk">
export PLATFORM = sky130hd
export DESIGN_NAME = RVF
export DESIGN_NICKNAME = RVF
export VERILOG_FILES = /design/flow/design.v
export SDC_FILE = /design/flow/constraint.sdc
export NUM_CORES = 4
export LEC_CHECK = 1
export CORE_UTILIZATION = 30
</file>
<file path="flow/constraint.sdc">
current_design RVF

set clk_period 84.9
set clk_io_pct 0.2

create_clock -name clk0 -period $clk_period [get_ports {clk}]

set non_clock_inputs [all_inputs -no_clocks]
set_input_delay [expr $clk_period * $clk_io_pct] -clock clk0 $non_clock_inputs
set_output_delay [expr $clk_period * $clk_io_pct] -clock clk0 [all_outputs]
</file>
==> flow_summary.ini <==
; physical design summary
[timing]
rsz0062_at_grt = no
worst_pin_slew_ns = 1.22
slew_headroom_pct = 18.7
fin_tns_setup_ns = 0
report.final.slew_viol_count = 0
finalSetupViolCount = 0
hold_viol = 0

[worst_hold_path]
hp-class = in -> out
min_from = a2[3]
holdPathEnd = rd2[95]
holdPathStages = 4

[synth]
synthXorXnorAreaFrac_pct = 0
syn_area_per_cell_sq_um = 15.5
synth.most_common_cell = edfxtp_1
synthSimpleGateAreaFrac_pct = 12.9
aoi_share_pct = 3.09
ys_warn_count = 1
ys_cells = 13900
syn_inst = 13900
top_logic_kind = multiplexers
ys_sh_mux_pct = 23.9
syn_area_sq_um = 216000
ys_types = 44
yosys.area_share.adder_pct = 0
ys_seq_share_pct = 56.9
synth-async-reset-ratio_pct = 0
common_cells = edfxtp_1, and2_1, mux4_2
edf_count = 4096
top_area_cell = edfxtp_1
area_leaders = edfxtp_1, mux4_2, and2_1
ys_area_sq_um = 216000
ff_type = edfxtp_1
ys.flops = 4096
top_area_share_pct = 56.9

[drt]
drc = 0
vias = 149000
drt_iter0_drc = 10400
ant_nets = 0
via_per_inst = 5.30
wl_microns = 865000
first_pass_iters = 6
wl_per_cell_microns = 30.7

[global_route]
grt_pass1_wl_microns = 1200000
use_met2_pct = 34.8
grt_busiest_layer = met2
grt_overflow = 0
grt_pass1_vias = 166000
antenna_found_initial = 149
grt_max_degree = 79
met3_usage_pct = 22.8
track_usage_pct = 25.2
use_met1_pct = 25.1

[run]
tool_warnings = 1028
cap_violations = 0

[place]
placed_area_sq_um = 231000
dp.cells = 23100
gp_congestion = 0.896
portBuffers = 401
place_hpwl_microns = 511000

[floorplanning]
fp_util_pct = 30.1
coreArea_sq_um = 717000
die-area_sq_um = 723000
die_w_microns = 851
num_rows = 311
io_pins = 402
die_h_microns = 851

[layout]
top_register = rf
fin_cells = 28100
largest_register_ffs = 4096
drive_gt1_share_pct = 19.2
syn2layout_area_growth_pct = 21.7
stdcell_area_sq_um = 263000
reg_top3 = rf: 4096 flops

[pwr]
p_switching_mw = 1.82
intPower_mw = 4.09
p_leak_nw = 106
combPwrFrac_pct = 10.7
finalPower_mw = 5.91
clkPwrFrac_pct = 48.5
ir_worst_vdd_mv = 0.0219
swShare_pct = 30.8
seq_power_share_pct = 40.8
power_density_nw_per_um2 = 22.5

[worst_setup_path]
setup.worst_path.end_class = flip-flop
critical_path_class = in -> reg
worstPathArrival_ns = 21.65
cpPeakStageDelay_ns = 0.61
critPathMaxFanout = 26
cpMostUsedCell = buf_4
startpoint_type = input pin
cp_slowest_cell = buf_4
cp_cell_sequence = clkdlybuf4s50_1 -> buf_4 -> nor3b_1 -> nand3_1 -> nor2_4 -> or2_4 -> buf_4 -> buf_4 -> buf_4 -> buf_4
cp.required_ns = 43.08

[outcome]
status = finished clean

[cts]
clock-sinks = 4096
hold_buffers = 0
cts.clk_slew.worst_paths_ns = 0.03
numCtsBuffers = 469
cts_root_buf = clkbuf_16
clockBufferDepth = 4
cts_resized = 0
post_cts_buffers = 0
tritoncts = built
htree_levels = 5
critical path, delay by kind of cell:
kind | cells | cell delay, ns
AND/OR/NAND/NOR | 4 | 1.40
buffers and inverters | 6 | 3.07
power by group through the flow:
stage     Clock, mW  Sequential (mW)  Combinational (mW)
4_1_cts        2.93             2.41               0.629
5_1_grt        3.16             2.42               0.659
6_report       2.86             2.41               0.632
per-stage QoR:
| stage | worst slack (ns) | hold slack, ns | util (%) |
|---|---|---|---|
| 5_1_grt | 21.39 | 35.13 | 36.6 |
| 4_1_cts | 21.47 | 35.08 | 36.6 |
| 6_report | 21.42 | 35.08 | 36.7 |
| 3_3_place_gp | 20.42 | 35.06 | 32.3 |
| 2_1_floorplan | 21.48 | 34.37 | - |
| 3_5_place_dp | 20.42 | 35.08 | 32.3 |
routing by layer:
metal / up-vias / wire length (microns)
met5: - / 2820
met4: 128 / 46000
met3: 2257 / 168000
met2: 11700 / 384000
met1: 72900 / 263000
li1: 62200 / -
area by class of cell:
type	instances	area, sq um
clock inverter	4482	19500
sequential	4096	123000
tap	9546	11900
inverter	1	8.76
fill	66600	454000
antenna	102	255
multi-input combinational	8378	87100
clock buffer	469	11700
timing repair buffer	1062	9400
cell families (layout without fill, tap and decap cells):
kind of cell	after synthesis	count (layout)
flops	4096	4096
compound gates	843	843
simple gates	4590	4590
other cells	1	230
mux	2817	2817
buf+inv	1584	6014
cells in the final DEF (no fill, tap or decap), types with 4 or more instances in the layout:
master | netlist | layout
clkinv_16 | 0 | 19
a22o_1 | 70 | 70
bufinv_16 | 0 | 67
clkinvlp_2 | 0 | 129
clkinv_8 | 0 | 6
inv_16 | 0 | 4
diode_2 | 0 | 102
and2_1 | 3970 | 3968
or2_4 | 0 | 31
clkdlybuf4s50_1 | 0 | 392
or3_4 | 0 | 5
o221ai_1 | 70 | 70
nor2_4 | 0 | 30
and3_1 | 71 | 70
nor3_2 | 0 | 4
mux2_2 | 194 | 194
a32oi_1 | 116 | 116
nand3_1 | 75 | 75
nand2_1 | 250 | 249
mux4_2 | 1848 | 1848
buf_12 | 1 | 29
mux2i_1 | 772 | 772
a221oi_1 | 125 | 125
o2111ai_1 | 58 | 58
a211o_1 | 70 | 70
buf_4 | 98 | 633
clkbuf_16 | 0 | 469
edfxtp_1 | 4096 | 4096
inv_6 | 0 | 4
inv_1 | 2 | 4211
buf_8 | 2 | 6
conb_1 | 1 | 128
or2_1 | 129 | 129
o22ai_1 | 256 | 256
inv_4 | 0 | 35
clkinv_4 | 0 | 6
a22oi_1 | 71 | 71
worst max path at each step:
| stage | start | end | slack (ns) |
|---|---|---|---|
| final | a3[2] | rf[24][59] | 21.42 |
| after global routing | a3[2] | rf[24][59] | 21.39 |
| after CTS | a3[2] | rf[24][59] | 21.47 |
Power is estimated from default activity; no workload was simulated.
